`design/flow/design.v`:
```
`timescale 1ns / 1ps
module cp0(
	 input [31:0] IR_M, IR_E, IR_D,
    input [4:0] RA,
    input [4:0] WA,
    input [31:0] DIn,
    output [31:0] DOut,
    input reset, clk,
    input WE,
	input [31:0] PC_M, PC_E, PC_D,
	input Exc,
	input [6:2] ExcCode, 
	input [7:2] HWInt,
	input EXLClr,
	output IntReq,
	output [31:0] EPC,
	input slot_M, slot_E, slot_D, 
	input eret, pause_M, pause_E
    );
reg [31:0] R[12:15];
assign DOut = RA == 12 ? R[12] :
			  RA == 13 ? R[13] :
			  RA == 14 ? {R[14][31:2], {2'b00}} :
			  RA == 15 ? R[15] :
			  32'b0;
assign EPC = R[14];
wire [31:0] CAUSE = R[13];
wire [7:2] IntBit = R[12][15:10] & HWInt;
wire Inte = R[12][0] && !R[12][1] && (|IntBit);
wire slot = pause_M ? (pause_E ? slot_D === 1 : slot_E === 1) : slot_M === 1;
always @(posedge clk) begin
	if (reset) begin
		R[12] <= 32'h0000_ff11;
		R[13] <= 0;
		R[14] <= 0;
		R[15] <= "ZZYC"; 
	end else if (WE) begin
		R[WA] <= DIn;
	end
	if (EXLClr)
		R[12][1] <= 0;
	if (Inte) begin
		R[13][15:10] <= HWInt;
		if (slot) begin
			R[14] <= pause_M ? (pause_E ? PC_D-4 : PC_E-4) : PC_M - 4;
			R[13][31] <= 1;
		end else begin
			R[14] <= pause_M ? (pause_E ? PC_D : PC_E) : PC_M;
		end
		R[12][1] <= 1;
		R[13][6:2] <= 0;
		R[13][9:8] <= 0;
	end else
	if (Exc) begin
		R[13][15:10] <= HWInt;
		if (slot) begin
			R[14] <= pause_M ? (pause_E ? PC_D-4 : PC_E-4) : PC_M - 4;
			R[13][31] <= 1;
		end else begin
			R[14] <= pause_M ? (pause_E ? PC_D : PC_E) : PC_M;
		end
		R[13][6:2] <= ExcCode;
		R[13][9:8] <= 0;
		R[12][1] <= 1;
	end
	if (eret) begin
		R[13][31] <= 0;
	end
end
assign IntReq = Inte;
wire EXL = R[12][1];
endmodule
```
`design/flow/constraint.sdc`:
```
current_design cp0

set clk_period 6.6
set clk_io_pct 0.2

create_clock -name clk0 -period $clk_period [get_ports {clk}]

set non_clock_inputs [all_inputs -no_clocks]
set_input_delay [expr $clk_period * $clk_io_pct] -clock clk0 $non_clock_inputs
set_output_delay [expr $clk_period * $clk_io_pct] -clock clk0 [all_outputs]
```
`design/flow/config.mk`:
```
export PLATFORM = sky130hd
export DESIGN_NAME = cp0
export DESIGN_NICKNAME = cp0
export VERILOG_FILES = /design/flow/design.v
export SDC_FILE = /design/flow/constraint.sdc
export NUM_CORES = 4
export LEC_CHECK = 1
export CORE_UTILIZATION = 40
```
`design/flow/run.sh`:
```
#!/bin/bash
# OpenROAD 26Q1-2900-gdf79404cd8, Yosys 0.63+post, stock flow scripts
make -C /OpenROAD-flow-scripts/flow DESIGN_CONFIG=/design/flow/config.mk WORK_HOME=/design/flow/orfs finish
```
==> run_results.csv <==
group,metric,value,unit
status,status,"complete, no violations",
worst_setup_path,crit_chain,"clkdlybuf4s50_1 -> nand2_1 -> nor3_2 -> buf_4 -> nand2_1 -> buf_4 -> o22ai_1 -> clkdlybuf4s50_1",
sta,hold_violations,0,
global_routing,grt_first_pass_wirelength,33800,um
sta,slew_headroom,43.5,%
drt,ant_nets,0,
layout,stdcell_count,1155,
clock_tree,cts_buffer_depth,2,
yosys,ff_type,"edfxtp_1",
clock_tree,clk_latency,0.40,ns
drt,diodes,0,
floorplan,core,18700,sq um
clock_tree,cts_tree,"done",
layout,syn2layout_area_growth,39.7,%
yosys,ys_ff,128,
floorplan,initial_utilization,40.8,%
yosys,synthesis.area,7640,sq um
worst_setup_path,worst_ep_arrival_time,3.59,ns
yosys,yosys.cell_types.count,58,
clock_tree,clock_sinks,128,
clock_tree,numCtsBuffers,17,
clock_tree,cts_root_buffer,"clkbuf_16",
placement,hpwl,16500,um
sta,fmax,0.204,GHz
clock_tree,ctsResizeCount,0,
yosys,async_reset_ff_share,0,%
yosys,ys_area,7640,sq um
floorplan,dieArea,19700,sq um
layout,largest_register,"R",
worst_setup_path,worstPathRequired,5.28,ns
sta,final_max_slew_viol_count,0,
layout,drive_gt1_share,11.5,%
sta,fin_skew,0.00991,ns
worst_setup_path,end_kind,"primary output",
clock_tree,cts_max_level,4,
drt,drt_iter0_drc,385,
global_routing,grt.overflow.total,0,
worst_hold_path,hp-class,"reg -> reg",
yosys,yosys_warnings,1,
sta,rsz0062_at_grt,"false",
worst_setup_path,r2r_start,"R[12][12]",
clock_tree,clk_pin_slew,0.05,ns
worst_setup_path,worstSetupStartpoint,"RA[3]",
sta,setup_slack,1.69,ns
pwr,p_leak,3.90,nW
yosys,syn_inst,706,
floorplan,num_rows,50,
sta,hold_ws,0.509,ns
global_routing,grt_antenna_before_repair,0,
pwr,p_total,0.00242,W
drt,vias,6213,
layout,largest_register_ffs,128,
placement,dp_slack,1.67,ns
worst_setup_path,worst-path-buf-inv,4,
sta,worstMarginPinSlew,0.847,ns
clock_tree,holdBufCountCts,0,
worst_setup_path,critPathMaxStageDelay,0.52,ns
sta,layout_min_cycle_time,4.91,ns
worst_setup_path,critPathKind,"in -> out",
floorplan,pin_count,321,
drt,drc,0,
global_routing,grt.total_usage,24.0,%
pwr,power.density,227,nW/um^2
worst_hold_path,worstHoldStart,"R[12][0]",
floorplan,die_w,140,um
worst_setup_path,rr_worst_depth,6,
layout,reg_top3,"R x128",
worst_setup_path,crit_family,"buffers and inverters",
placement,routabilityCongestion,0.864,
sta,setup_tns,0,ns
global_routing,grt_pass1_vias,5972,
worst_setup_path,startpoint_type,"input pin",
job,warning_count,122,
clock_tree,postCtsSetupBuffers,0,
pwr,ir_worst_vdd,143,uV
worst_setup_path,cp.depth,8,
worst_setup_path,critPathMaxFanout,28,
global_routing,grt_max_degree,57,
job,cap_viol_max_count,0,
worst_hold_path,hold_depth,2,
drt,firstDrtPassIters,4,
yosys,ys_seq_share,50.2,%
floorplan,dieHeight,140,um
placement,dp_cells,1124,
drt,via_per_inst,5.38,
drt,routed_wl,21900,um
yosys,synth-edff-count,127,
sta,setup_violations,0,
sta,finalCritPeriodShare,74.3,%
yosys,ys_cells,706,
placement,io_buffers,223,
yosys,syn_avg_cell_area,10.8,sq um
drt,wl_per_cell,19.0,um
worst_setup_path,cp_slowest_cell,"clkdlybuf4s50_1",
-- worst min-delay path, cell delays in order (launching register included) --
cell and delay, ns:
dfxtp_1 0.30, nor2_1 0.08, o21ai_0 0.07
-- cell usage after synthesis, types with 12 or more instances --
master	instances	area share [%]
nor2_1	28	1.4
o21a_1	19	1.9
nand2_1	37	1.8
nand2b_1	24	2.0
mux2_2	17	2.5
or2_2	12	0.98
o21ai_0	61	4.0
and2_1	58	4.8
edfxtp_1	127	50
a21oi_1	37	2.4
mux2i_1	58	7.6
clkbuf_1	42	2.1
nand3_1	27	1.8
a31oi_1	16	1.3
-- metrics by stage --
stage | cell area [sq um] | util, %
after CTS | 10700 | 57.0
after detailed placement | 10000 | 53.6
after global placement | 10000 | 53.6
after global routing | 10700 | 57.0
final | 10700 | 57.0
after floorplan | 7640 | -
-- cell type report --
type | count | area, sq um
clock buffer | 17 | 425
clock inverter | 14 | 216
fill | 1537 | 8040
inverter | 4 | 15.0
multi-input combinational | 520 | 3550
sequential | 128 | 3830
tap | 234 | 293
timing repair buffer | 238 | 2330
-- report_power, final --
group          internal, W  switching, W
sequential        0.000973     0.0000335
clock             0.000668      0.000334
combinational     0.000227      0.000182
total              0.00187      0.000549
-- layer usage --
metal	GRT usage [%]	routed length, um
met1	38.5	10100
met2	33.8	9480
met3	9.27	2190
met4	1.85	174
met5	1.25	0
-- final timing paths --
check | endpoint | slack (ns)
worst max-delay path | DOut[0] | 1.69
worst min register to register | R[12][0] | 0.51
worst min-delay path | R[12][0] | 0.51
worst max register to register | R[14][28] | 4.04
-- cell families after synthesis --
group,count (synthesis),synth area share (%)
xor+xnor,12,1.38
mux,87,12.6
simple gates,243,18.2
fa+ha+maj,1,0.164
flops,128,50.2
compound gates,177,14.0
buf+inv,58,3.47
-- layout by cell type, fill, tap and decap left out, drive strengths merged, types with 7 or more instances in the layout --
cell type	n
a21o	9
a21oi	38
a31oi	16
and2	58
buf	18
clkbuf	17
clkdlybuf4s50	220
clkinv	7
edfxtp	127
mux2	20
mux2i	67
nand2	37
nand2b	24
nand3	29
nand4	11
nor2	28
o21a	19
o21ai	62
o22ai	9
or2	12
or3	11
xor2	7
Power is estimated from default activity; no workload was simulated.
