==> design/flow/design.v <==
`timescale 1ns / 1ps
module bridge(
	 input [31:0] PrAddr, PrWD,
	 output [31:0] PrRD,
	 input PrWE,
	 output [31:0] DEV_Addr, DEV_WD,
	 input [31:0] DEV1_RD, DEV2_RD, DEV3_RD, DEV4_RD, DEV5_RD, DEV6_RD,
	 output DEV1_WE, DEV2_WE, DEV3_WE, DEV4_WE, DEV5_WE, DEV6_WE,
	 output DEV2_STB
    );
assign DEV_WD = PrWD;
assign DEV_Addr = PrAddr;
assign PrRD = (PrAddr >= 32'h0000_7f00 && PrAddr <= 32'h0000_7f0b) ? DEV1_RD : 
				  (PrAddr >= 32'h0000_7f10 && PrAddr <= 32'h0000_7f2b) ? DEV2_RD : 
				  (PrAddr >= 32'h0000_7f2c && PrAddr <= 32'h0000_7f33) ? DEV3_RD : 
				  (PrAddr >= 32'h0000_7f34 && PrAddr <= 32'h0000_7f37) ? DEV4_RD : 
				  (PrAddr >= 32'h0000_7f38 && PrAddr <= 32'h0000_7f3f) ? DEV5_RD : 
				  (PrAddr >= 32'h0000_7f40 && PrAddr <= 32'h0000_7f43) ? DEV6_RD : 
				  32'bx;
assign DEV1_WE = PrWE && (PrAddr >= 32'h0000_7f00 && PrAddr <= 32'h0000_7f0b) ? 1 : 0;
assign DEV2_WE = PrWE && (PrAddr >= 32'h0000_7f10 && PrAddr <= 32'h0000_7f2b) ? 1 : 0;
assign DEV2_STB = 		 (PrAddr >= 32'h0000_7f10 && PrAddr <= 32'h0000_7f2b) ? 1 : 0;
assign DEV3_WE = PrWE && (PrAddr >= 32'h0000_7f2c && PrAddr <= 32'h0000_7f33) ? 1 : 0;
assign DEV4_WE = PrWE && (PrAddr >= 32'h0000_7f34 && PrAddr <= 32'h0000_7f37) ? 1 : 0;
assign DEV5_WE = PrWE && (PrAddr >= 32'h0000_7f38 && PrAddr <= 32'h0000_7f3f) ? 1 : 0;
assign DEV6_WE = PrWE && (PrAddr >= 32'h0000_7f40 && PrAddr <= 32'h0000_7f43) ? 1 : 0;
endmodule
==> design/flow/run.sh <==
#!/bin/bash
# OpenROAD 26Q1-2900-gdf79404cd8, Yosys 0.63+post, stock flow scripts
make -C /OpenROAD-flow-scripts/flow DESIGN_CONFIG=/design/flow/config.mk WORK_HOME=/design/flow/orfs finish
==> design/flow/config.mk <==
export PLATFORM = sky130hd
export DESIGN_NAME = bridge
export DESIGN_NICKNAME = bridge
export VERILOG_FILES = /design/flow/design.v
export SDC_FILE = /design/flow/constraint.sdc
export NUM_CORES = 4
export LEC_CHECK = 1
export CORE_AREA = 10 10 145 145
export DIE_AREA = 0 0 155 155
==> design/flow/constraint.sdc <==
current_design bridge

set clk_period 11.5
set clk_io_pct 0.2

create_clock -name clk0 -period $clk_period

set non_clock_inputs [all_inputs -no_clocks]
set_input_delay [expr $clk_period * $clk_io_pct] -clock clk0 $non_clock_inputs
set_output_delay [expr $clk_period * $clk_io_pct] -clock clk0 [all_outputs]
==> flow_metrics.tcl <==
# metrics dict for downstream scripts
set metrics [dict create \
    first_global_vias 3977 \
    cp-startpoint "PrAddr[27]" \
    peakVddDrop_uv 10.74 \
    netlist_top_cells_count "68 x buf_4, 65 x a21oi_1, 64 x o22ai_1" \
    die_area_um2 24030 \
    top_area_cell "buf_4" \
    ios 360 \
    tool_warnings 32 \
    synth_dominant_cell_count "buf_4" \
    hold_start "PrWD[0]" \
    ys_area_um2 2271 \
    cellPowerDensity_nw_per_um2 29.37 \
    via_per_inst 4.815 \
    syn_to_final_growth_pct 117.4 \
    yosysWarningCount 0 \
    hold_path.class "primary input to primary output" \
    port_buffers 296 \
    wl_um 17820 \
    vias 3712 \
    utilization 0.2748 \
    wl_per_cell_um 23.11 \
    leakagePower_nw 1.502 \
    ant_nets 0 \
    grtUsageTotal 0.1358 \
    crit_fanout 17 \
    required_ns 9.20 \
    critical_path_arrival_ns 5.81 \
    ff_count 0 \
    syn_inst 344 \
    slew_headroom 0.5115 \
    status "complete, no violations" \
    fmax_mhz 123.3 \
    hpwl_um 14630 \
    pre_cts_ws_ns 3.428 \
    timing.final.hold_violations 0 \
    nClkBuffers 0 \
    critPathCapture "PrRD[20]" \
    ctsHoldBuffers 0 \
    yosysUniqueCellTypes 33 \
    coreArea_um2 17960 \
    first_pass_iters 4 \
    final.setup.worst_slack_ns 3.392 \
    setup_tns_ns 0 \
    remaining_drc_errors 0 \
    die_y_um 155 \
    grt_pass1_wl_um 25470 \
    final_cells 771 \
    finalMaxSlewViolations 0 \
    diodes 0 \
    syn-cell-area_um2 2271 \
    cts_resized 0 \
    gp_congestion 0.8026 \
    critPathKind "primary input to primary output" \
    cp-end-kind "primary output" \
    drtIter0Drc 191 \
    core_util_floorplan 0.1264 \
    worst_pin_slew_ns 0.7328 \
    finalSetupViolCount 0 \
    gr-total-overflow 0 \
    ys_seq_frac 0 \
    grt_max_degree 37 \
    yosys-stat-cells 344 \
    start_kind "primary input" \
    fin_crit_sh 0.7051 \
    hold_ws_ns 4.600 \
    regArea_um2 0 \
    rsz0062_at_grt "false" \
    area_leaders "buf_4 22%, o22ai_1 18%, a21oi_1 14%, a32oi_1 12%, o32ai_1 12%" \
    max-cap-violations 0 \
    drive_above_1_share 0.04059 \
    min_period_ns 8.108 \
    antenna_found_initial 0 \
    top_cell_area_share 0.2248 \
    syn_avg_cell_area_um2 6.602 \
    die_width_um 155 \
    cts_setup_buffers 0 \
    rows 49 \
    dp_cells 771 \
]
==> cells in the final DEF, fill, tap and decap left out, types with 2 or more instances in the layout <==
| cell | netlist | final |
|---|---|---|
| a21oi_1 | 65 | 64 |
| a32oi_1 | 32 | 32 |
| and3_1 | 2 | 2 |
| buf_4 | 68 | 12 |
| clkdlybuf4s50_1 | 0 | 296 |
| nand2_1 | 4 | 4 |
| nand4b_1 | 2 | 2 |
| nor2_1 | 5 | 5 |
| nor3_1 | 2 | 2 |
| nor3b_1 | 2 | 2 |
| nor4_1 | 3 | 3 |
| o22ai_1 | 64 | 64 |
| o32ai_1 | 32 | 32 |
| or4_1 | 2 | 2 |
==> metal layers <==
| layer | wire (um) | global-route usage | up-vias |
|---|---|---|---|
| li1 | - | - | 1761 |
| met1 | 7699 | 0.1762 | 1732 |
| met2 | 8414 | 0.2256 | 203 |
| met3 | 1549 | 0.04002 | 16 |
| met4 | 155 | 0.01215 | 0 |
| met5 | 0 | 0 | - |
==> critical path, cell delays in order <==
cell and delay [ns]:
clkdlybuf4s50_1 0.41, or4b_1 0.54, nor4_2 0.58, and3_1 0.75
buf_4 0.37, a32oi_1 0.17, a21oi_1 0.18, clkdlybuf4s50_1 0.50
==> cell families after synthesis <==
family	count (synthesis)	share of synthesized area
buffers and inverters	111	0.3102
and+or+nand+nor	37	0.1113
AOI/OAI and AO/OA	196	0.5785
==> how the worst min path moves through the flow <==
stage,end,cells after the start
final,DEV_WD[0],0
after CTS,DEV_WD[0],0
after global routing,DEV_WD[10],0
==> layout make-up <==
type | instances | area [um^2]
inverters | 1 | 3.754
fillers | 1947 | 13030
multi-input cells | 233 | 1593
repair buffers | 308 | 3053
well taps | 229 | 286.5
==> per-stage QoR <==
step                      power [mW]  instance area [um^2]
after floorplan              0.04290                  2271
after global placement        0.1459                  4936
after detailed placement      0.1458                  4936
after CTS                     0.1466                  4936
after global routing          0.1547                  4936
final                         0.1450                  4936
==> where the power goes <==
group / switching [mW] / internal (mW) / total (mW)
Sequential: 0 / 0 / 0
Clock: 0 / 0 / 0
Combinational: 0.0444 / 0.101 / 0.145
Total: 0.0444 / 0.101 / 0.145
Power figures rest on the tool's default switching activity, not on a simulated workload.
